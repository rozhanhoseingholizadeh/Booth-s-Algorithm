File: /design/flow/design.v
`timescale 1ns / 1ps
module Booth
	#(parameter CLKS_PER_BIT = 5208)
	(
	input clk,
	input load,
	input [3:0] Multiplier,
	input [3:0] Multiplicand,
	output reg [7:0] Product,
	output reg booth_dv 
    );
	 reg [3:0] Accumulator = 	4'b0;
	 reg Q_minus_one  	   = 	0;
	 reg [3:0] Q_temp      = 	4'b0;
	 reg [3:0] M_temp      = 	4'b0;
	 reg [2:0] Count       = 	3'd4;
	always @(posedge clk)begin
		if (load == 1)begin
			Accumulator  = 	4'b0;
			Q_minus_one  = 	0;
			Product 	 = 	8'b0;
			Count 		 = 	3'd4;
			Q_temp 		 = 	Multiplicand;
			M_temp 		 = 	Multiplier;
			booth_dv 	<= 	0;
		end
		else if((Q_temp[0] == Q_minus_one) && (Count > 3'd0))    
			begin
				Q_minus_one 	=  Q_temp[0];
				Q_temp 			= {Accumulator[0],Q_temp[3:1]};		       
				Accumulator 	= {Accumulator[3],Accumulator[3:1]};   
				Count 			= Count - 1'b1;					
			end
		else if((Q_temp[0] == 1 && Q_minus_one == 0) && (Count > 3'd0))    
			begin
				Accumulator 	= Accumulator - M_temp;
				Q_minus_one 	= Q_temp[0];
				Q_temp 			= {Accumulator[0],Q_temp[3:1]};		       
				Accumulator 	= {Accumulator[3],Accumulator[3:1]};   
				Count 			= Count - 1'b1;
		end                     
		else if((Q_temp[0] == 0 && Q_minus_one == 1) && (Count > 3'd0))    
			begin
				Accumulator 	= Accumulator + M_temp;
				Q_minus_one 	=  Q_temp[0];
				Q_temp 			= {Accumulator[0],Q_temp[3:1]};		       
				Accumulator 	= {Accumulator[3],Accumulator[3:1]};   
				Count 			= Count - 1'b1;
			end
		else 
			begin
				Count = 3'b0;
				booth_dv <= 1;
			end
			Product = {Accumulator, Q_temp};
	end
endmodule
`timescale 1ns / 1ps
module Connection
	#(parameter CLKS_PER_BIT = 5208)
	(
	input 	CLK,
	input 	wire 	RX_IN,
	output 	wire 	TX_OUT
	);
	parameter IDLE 		 = 3'b000;     
	parameter REC_NUM1	 = 3'b001;     
	parameter ASK_NUM2 	 = 3'b010;     
	parameter REC_NUM2   = 3'b011;     
	parameter PROCESS 	 = 3'b100;     
	parameter GET_RESULT = 3'b101;     
	parameter TRANSMIT 	 = 3'b110;     
	reg [2:0] state 	 = IDLE;  	   
	reg [3:0] COUNT = 0;    
	reg TX_DV = 0;            
	reg [7:0] TX_Byte = 0;
	wire TX_Active;             
	wire TX_Done;
	wire RX_DV;	
	wire [7:0] RX_OUT;
    reg [3:0] Multiplier = 0, Multiplicand = 0;    
    reg Booth_Start = 0;   
    reg [7:0] Booth_OUT_REG = 0;
	wire [7:0] Booth_OUT;
	wire Booth_DV;
    reg [7:0] enterance [0:48];      
    reg [7:0] prompt [0:30];         
    reg [7:0] message [0:17];        
    reg [6:0] message_index = 0 ;    
    initial begin
		enterance[0] = "B";
		enterance[1] = "o";
		enterance[2] = "o";
		enterance[3] = "t";
		enterance[4] = "h";
		enterance[5] = "'";
		enterance[6] = "s";
		enterance[7] = " ";
		enterance[8] = "a";
		enterance[9] = "l";
		enterance[10] = "g";
		enterance[11] = "o";
		enterance[12] = "r";
		enterance[13] = "i";
		enterance[14] = "t";
		enterance[15] = "h";
		enterance[16] = "m";
		enterance[17] = ":";
		enterance[18] = " ";
		enterance[19] = "W";
		enterance[20] = "h";
		enterance[21] = "a";
		enterance[22] = "t";
		enterance[23] = " ";
		enterance[24] = "i";
		enterance[25] = "s";
		enterance[26] = " ";
		enterance[27] = "y";
		enterance[28] = "o";
		enterance[29] = "u";
		enterance[30] = "r";
		enterance[31] = " ";
		enterance[32] = "f";
		enterance[33] = "i";
		enterance[34] = "r";
		enterance[35] = "s";
		enterance[36] = "t";
		enterance[37] = " ";
		enterance[38] = "n";
		enterance[39] = "u";
		enterance[40] = "m";
		enterance[41] = "b";
		enterance[42] = "e";
		enterance[43] = "r";
		enterance[44] = "?";
		enterance[45] = " ";
		enterance[46] = "\r";
		enterance[47] = "\n";
		enterance[48] = " ";
		prompt[0] = "W";
		prompt[1] = "h";
		prompt[2] = "a";
		prompt[3] = "t";
		prompt[4] = " ";
		prompt[5] = "i";
		prompt[6] = "s";
		prompt[7] = " ";
		prompt[8] = "y";
		prompt[9] = "o";
		prompt[10] = "u";
		prompt[11] = "r";
		prompt[12] = " ";
		prompt[13] = "s";
		prompt[14] = "e";
		prompt[15] = "c";
		prompt[16] = "o";
		prompt[17] = "n";
		prompt[18] = "d";
		prompt[19] = " ";
		prompt[20] = "n";
		prompt[21] = "u";
		prompt[22] = "m";
		prompt[23] = "b";
		prompt[24] = "e";
		prompt[25] = "r";
		prompt[26] = "?";
		prompt[27] = " ";
		prompt[28] = "\r";
		prompt[29] = "\n";
		prompt[30] = " ";
		message[0] = "T";
		message[1] = "h";
		message[2] = "e";
		message[3] = " ";
		message[4] = "r";
		message[5] = "e";
		message[6] = "s";
		message[7] = "u";
		message[8] = "l";
		message[9] = "t";
		message[10] = " ";
		message[11] = "i";
		message[12] = "s";
		message[13] = ":";
		message[14] = " ";
		message[15] = "\r";
		message[16] = "\n";
		message[17] = " ";  
    end
	always @ (negedge CLK) begin
		TX_DV <= 1'b0;
		Booth_Start <= 1'b0;
		case(state)  
			IDLE : begin
				TX_DV <= 1'b0;
				 if(!TX_Active && message_index < 48)begin 
					  TX_Byte <= enterance[message_index];
					  TX_DV <= 1'b1;
					  message_index <= message_index + 1;
					  state <= IDLE;
				 end else if(message_index == 48) begin
							if(TX_Done && TX_Active)begin
								 message_index <= 0;
								 COUNT <= 1'b0;
								 state <= REC_NUM1;
							end
					  end
			end
			REC_NUM1 : begin  
			  if(RX_DV == 1'b1 && COUNT < 4 && RX_OUT >= 8'h30 && RX_OUT<= 8'h31)begin
					COUNT <= COUNT + 1;
					if(RX_OUT == 8'h30)begin
						Multiplier <= {Multiplier[2:0], 1'b0};
					end else if(RX_OUT == 8'h31)begin
						Multiplier <= {Multiplier[2:0], 1'b1};
					end
					TX_DV <= 1'b1;
					TX_Byte <= RX_OUT;
			  end 
			  else if(!TX_Active && COUNT > 3)begin
					COUNT <= COUNT + 1;
					if(COUNT == 4)begin
						 TX_DV <= 1'b1;
						 TX_Byte <= "\r";
					end
					if(COUNT == 5)begin
						 TX_DV <= 1'b1;
						 TX_Byte <= "\n";
					end
					if(COUNT == 6)begin
						 COUNT <= 0;
						 TX_DV <= 1'b0;
						 state <= ASK_NUM2;   
					end
			  end
			end
			ASK_NUM2 : begin
				 if(!TX_Active && message_index < 30)begin 
					  TX_Byte <= prompt[message_index];
					  TX_DV <= 1'b1;
					  message_index <= message_index + 1;
					  state <= ASK_NUM2;
				 end else if(message_index == 30) begin
							if(TX_Done && TX_Active)begin
								 message_index <= 0;
								 COUNT <= 1'b0;
								 state <= REC_NUM2;
							end
					  end
			end
			REC_NUM2 : begin   
			  if(RX_DV == 1'b1 && COUNT < 4 && RX_OUT >= 8'h30 && RX_OUT<= 8'h31)begin
					COUNT <= COUNT + 1;
					if(RX_OUT == 8'h30)begin
						Multiplicand <= {Multiplicand[2:0], 1'b0};
					end else if(RX_OUT == 8'h31)begin
						Multiplicand <= {Multiplicand[2:0], 1'b1};
					end
					TX_DV <= 1'b1;
					TX_Byte <= RX_OUT;
			  end 
			  else if(!TX_Active && COUNT > 3)begin
					COUNT <= COUNT + 1;
					if(COUNT == 4)begin
						 TX_DV <= 1'b1;
						 TX_Byte <= "\r";
					end
					if(COUNT == 5)begin
						 TX_DV <= 1'b1;
						 TX_Byte <= "\n";
					end
					if(COUNT == 6)begin
						 COUNT <= 0;
						 TX_DV <= 1'b0;
						 Booth_Start <= 1'b1;
						 state <= PROCESS;
					end
			  end
			end
			 PROCESS : begin
			 		if(Booth_DV == 1)begin
						Booth_OUT_REG <= Booth_OUT;
						COUNT <= 0;
						state <= GET_RESULT;
					end
			 end
			 GET_RESULT : begin  
				COUNT <= 0;
                    if(!TX_Active && message_index < 17)begin 
					  TX_Byte <= message[message_index];
					  TX_DV <= 1'b1;
					  message_index <= message_index + 1;
					  state <= GET_RESULT;
				 end else if(message_index == 17) begin
							if(TX_Done && TX_Active)begin
								message_index <= 0;
								COUNT <= 1'b0;
								state <= TRANSMIT;
							end
					  end
			end
			TRANSMIT : begin
					if(!TX_Active && COUNT < 8)begin
						if(Booth_OUT_REG[7] == 1'b0)begin
							TX_Byte <= 8'h30;
						end else if(Booth_OUT_REG[7] == 1'b1)begin
							TX_Byte <= 8'h31;
						end
						Booth_OUT_REG <= {Booth_OUT_REG[6:0], 1'b0};
						COUNT <= COUNT + 1;
						TX_DV <= 1'b1;
				  end else if (!TX_Active && COUNT >= 8)begin
						COUNT <= COUNT + 1;
						if(COUNT == 8)begin
							TX_DV <= 1'b1;
							TX_Byte <= "\r";
						end
						if(COUNT == 9)begin
							TX_DV <= 1'b1;
							TX_Byte <= "\n";
						end
						if(COUNT == 10)begin
							COUNT <= 0;
							TX_DV <= 1'b0;
							state <= IDLE;
						end
				  end
			end
			default :
                state <= IDLE;   
        endcase
    end
    UART_TX tx1 (
        .CLK(CLK),
        .TX_DV(TX_DV),
        .TX_Byte(TX_Byte),
		.TX_Active(TX_Active),
        .TX_OUT(TX_OUT),
        .TX_Done(TX_Done)
    );
    UART_RX rx1 (
        .CLK(CLK),
        .RX_IN(RX_IN),
        .RX_DV(RX_DV),
        .RX_OUT(RX_OUT)
    );
    Booth b1 (
        .clk(CLK),
        .load(Booth_Start),
        .Multiplier(Multiplier),
        .Multiplicand(Multiplicand),
        .Product(Booth_OUT),
		.booth_dv(Booth_DV)
    );
endmodule
`timescale 1ns / 1ps
module UART_RX
	  #(parameter CLKS_PER_BIT = 5208)
	  (
		input        CLK,
		input        RX_IN,
		output       RX_DV,
		output reg   [7:0] RX_OUT
		);
	  parameter IDLE = 2'b00;
	  parameter START = 2'b01;
	  parameter RECV = 2'b10;
	  parameter STOP = 2'b11;
	  reg [13:0]   Count = 0;
	  reg [2:0]    Bit_Index = 0;
	  reg          RX_DV = 0;
	  reg [1:0]		STATE = 0;
always @(posedge CLK) begin
	case (STATE)
		IDLE : begin
			 RX_DV      <= 0;
			 Count 		<= 0;
			 Bit_Index  <= 0;
			 if (RX_IN == 1'b0)
				STATE <= START;
			 else
				STATE <= IDLE;
		  end
		START : begin
			 if (Count == (CLKS_PER_BIT-1)/2) begin
				if (RX_IN == 1'b0) begin
				  Count	<= 0;
				  STATE  <= RECV;
				end
				else
				  STATE <= IDLE;
			 end
			 else begin
				Count 	<= Count + 1;
				STATE    <= START;
			 end
		  end
		RECV :
		  begin
			 if (Count < CLKS_PER_BIT-1) begin
				Count 	<= Count + 1;
				STATE    <= RECV;
			 end
			 else begin
				Count          	<= 0;
				RX_OUT[Bit_Index] <= RX_IN;
				if (Bit_Index < 7) begin
				  Bit_Index <= Bit_Index + 1;
				  STATE   	<= RECV;
				end
				else begin
				  Bit_Index <= 0;
				  STATE   <= STOP;
				end
			 end
		  end
		STOP : begin
			 if (Count < CLKS_PER_BIT-1) begin
				Count <= Count + 1;
				STATE     <= STOP;
			 end
			 else begin
				 RX_DV   <= 1'b1;
				 Count 	<= 0;
				 STATE   <= IDLE;
			 end
		  end 
		default : STATE <= IDLE;
	endcase
end    
endmodule
`timescale 1ns / 1ps
module UART_TX 
  #(parameter CLKS_PER_BIT = 5208)
  (
   input       CLK,
   input       TX_DV,
   input [7:0] TX_Byte, 
   output reg  TX_Active = 0,
   output reg  TX_OUT =0,
   output reg  TX_Done =0
   );
	parameter IDLE    = 2'b00;
	parameter START 	= 2'b01;
	parameter TRCV 	= 2'b10;
	parameter STOP  	= 2'b11;
	reg [1:0] 	STATE =0;
	reg [13:0] 	COUNT =0;
	reg [2:0] 	Bit_Index =0;
	reg [7:0] 	TX_Data_REG =0;
    always @(posedge CLK) begin
      TX_Done <= 1'b1;
      case (STATE)
		IDLE : begin
			TX_OUT <= 1'b1;
			COUNT <= 0;
			Bit_Index <= 0;
			TX_Done <= 1'b0;   
			TX_Active <= 1'b0;  
			if (TX_DV == 1'b1 && TX_Active == 1'b0) begin   
				TX_Active <= 1'b1;
				TX_Data_REG <= TX_Byte;
				STATE <= START;
			end
			else begin
				STATE <= IDLE;
			end
		end
      START : begin
						TX_OUT <= 1'b0;
						if (COUNT < CLKS_PER_BIT-1) begin
							COUNT 	<= COUNT + 1;
							STATE    <= START;
						end
						else begin
							COUNT 	<= 0;
							STATE   <= TRCV;
						end
					end 
      TRCV : begin
						 TX_OUT <= TX_Data_REG[Bit_Index];
						 if (COUNT < CLKS_PER_BIT-1) begin
							COUNT <= COUNT + 1;
							STATE     <= TRCV;
						 end
						 else begin
							COUNT <= 0;
							  if (Bit_Index < 7) begin
							  Bit_Index <= Bit_Index + 1;
							  STATE   	<= TRCV;
							end
							else begin
							  Bit_Index <= 0;
							  STATE   	<= STOP;
							end
						 end 
					end  
      STOP : begin
						 TX_OUT <= 1'b1;
						 if (COUNT < CLKS_PER_BIT-1) begin
							COUNT 	<= COUNT + 1;
							STATE    <= STOP;
						 end
						 else begin
							TX_Done  	<= 1'b1;
							COUNT 		<= 0;
							STATE    	<= IDLE;
							TX_Active	<= 1'b0;
						 end 
					end 
      default :
						STATE <= IDLE;
    endcase
end
endmodule
File: /design/flow/run.sh
#!/bin/bash
# OpenROAD 26Q1-2900-gdf79404cd8, Yosys 0.63+post, stock flow scripts
make -C /OpenROAD-flow-scripts/flow DESIGN_CONFIG=/design/flow/config.mk WORK_HOME=/design/flow/orfs finish
File: /design/flow/config.mk
export PLATFORM = sky130hd
export DESIGN_NAME = Connection
export DESIGN_NICKNAME = Connection
export VERILOG_FILES = /design/flow/design.v
export SDC_FILE = /design/flow/constraint.sdc
export NUM_CORES = 4
export LEC_CHECK = 1
export CORE_UTILIZATION = 30
File: /design/flow/constraint.sdc
current_design Connection

set clk_period 2.9
set clk_io_pct 0.2

create_clock -name clk0 -period $clk_period [get_ports {CLK}]

set non_clock_inputs [all_inputs -no_clocks]
set_input_delay [expr $clk_period * $clk_io_pct] -clock clk0 $non_clock_inputs
set_output_delay [expr $clk_period * $clk_io_pct] -clock clk0 [all_outputs]
==> impl_metrics.csv <==
group,metric,value,unit
run,cap_violations,0,
synthesis,yosys.area.top_type,"edfxtp_1",
global_route,antenna_found_initial,0,
detailed_routing,wirelength,16100,microns
clocking,cts_max_level,4,
synthesis,async_flop_share,0,
clocking,cts.path.max_buffers,2,
final_timing,rsz0062_at_grt,"true",
clocking,clkTransAtPathRegs,0.05,ns
worst_hold_path,worstHoldEndpoint,"Multiplicand[1]$_DFFE_NP_",
synthesis,ys_sh_xor,0.0348,
global_route,grt_overflow_total,0,
worst_hold_path,hold_path_class,"reg -> reg",
synthesis,yosys_warnings,4,
detailed_routing,via_per_inst,5.02,
critical_path,r2r_cells,5,
floorplan,core_area,0.0237,sq mm
clocking,ctsHoldBuffers,0,
final_timing,finalSetupTns,-11.28,ns
power,p_per_area,1100,mW/mm^2
synthesis,ys_area,0.00731,sq mm
layout,drive_gt1_frac,0.161,
detailed_routing,dr.pass1.iters,5,
worst_hold_path,hold_start,"Multiplicand[0]$_SDFFCE_NN0P_",
final_timing,slew_violations,0,
placed_design,dp_hpwl,11100,microns
detailed_routing,vias,5957,
synthesis,synth_top_cell_by_count,"nand2_1",
power,p_seq_frac,0.306,
global_route,grt_max_degree,46,
clocking,clkSinkCount,123,
status,violations,"setup timing",
detailed_routing,wl_per_cell,13.6,microns
critical_path,worstSetupStartpointType,"flop",
critical_path,cp_max_fo,8,
critical_path,rr_startpoint,"rx1.RX_OUT[6]$_DFFE_PP_",
detailed_routing,drt_iter0_drc,655,
placed_design,io_buffers,2,
clocking,root_buffer,"clkbuf_16",
final_timing,fin_skew,0.0389,ns
synthesis,edf_count,80,
clocking,cts_made_buffers,17,
floorplan,chipHeight,158,microns
detailed_routing,diodes,0,
synthesis,synth_cell_types,78,
power,combPwrFrac,0.481,
synthesis,topCellsByArea,"edfxtp_1 (33%), dfxtp_1 (12%), ha_1 (5.1%)",
power,p_sw_frac,0.418,
critical_path,crit_required,1.55,ns
synthesis,yosys_cells,784,
floorplan,fp_util,0.309,
synthesis,flop_cell,"edfxtp_1",
synthesis,top_cells_by_count,"nand2_1 (97), nor2_1 (82), edfxtp_1 (80)",
critical_path,rrSetupSlack,-0.31,ns
detailed_routing,ant_nets,0,
clocking,clk_latency,0.44,ns
final_timing,max_slew_margin,0.567,
status,status,"finished, violations left",
synthesis,avgSynthCellArea,9.32,sq um
placed_design,gp_congestion,0.914,
layout,final_util,0.375,
floorplan,die_width,158,microns
global_route,grt_pass1_wl,27200,microns
layout,layoutNonFillerInstCount,1186,
critical_path,cp.arrival,1.86,ns
synthesis,synth_flops,123,
synthesis,compound_area_frac,0.171,
final_timing,setup-violations-final,52,
power,ir_worst_vdd,0.597,mV
layout,area_growth,21.5,%
clocking,cts_tree,"built",
critical_path,cp-end-kind,"flop",
final_timing,tightestPinTransition,0.647,ns
synthesis,synthCells,784,
synthesis,ys_seq_share,0.446,
synthesis,netlist_area,0.00731,sq mm
power,cellLeakagePower,3.42,nW
floorplan,fp-row-count,56,
worst_hold_path,holdPathStages,0,
floorplan,dieArea,0.0250,sq mm
floorplan,pin_count,3,
final_timing,postLayoutSetupSlackWorst,-0.312,ns
run,warnings,87,
critical_path,critPathKind,"reg -> reg",
synthesis,logic_family,"simple AND/OR/NAND/NOR gates",
power,switchingPower,4.09,mW
synthesis,netlist.area_leader.share,0.329,
critical_path,r2r-end,"TX_Byte[2]$_DFFE_NP_",
placed_design,dp.cells,1102,
global_route,grtUsageTotal,0.139,
detailed_routing,drc_errors,0,
synthesis,fa_ha_area_frac,0.0568,
synthesis,simple_gate_share,0.208,
power,p_int,5.70,mW
synthesis,muxShareOfSynthArea,0.0360,
final_timing,finalHoldViolations,0,
global_route,grt_pass1_vias,5547,
power,power.share.clock,0.212,
power groups by stage:
| stage | registers [mW] | logic [mW] | clock network [mW] |
|---|---|---|---|
| 5_1_grt | 3.06 | 5.14 | 2.27 |
| 6_report | 3.00 | 4.71 | 2.08 |
| 4_1_cts | 2.98 | 4.49 | 2.14 |
flip-flops by register name, summed over array words and instances, names as in the netlist, 4 cells and up:
register / count
message_index: 7
rx1.Count: 14
b1.Q_temp: 4
b1.Accumulator: 4
tx1.COUNT: 14
Booth_OUT_REG: 8
Multiplicand: 4
COUNT: 4
TX_Byte: 8
tx1.TX_Data_REG: 8
Multiplier: 4
rx1.RX_OUT: 8
b1.M_temp: 4
b1.Product: 8
repair_timing:
action | CTS | global route
buffers inserted | 9 | 4
resized | 28 | 14
pin swaps | 14 | 16
endpoints found under the setup margin | 53 | 53
metal layers:
layer	track usage	routed length (microns)	vias to the layer above
met2	0.199	6970	197
met1	0.220	7950	2738
met4	0.0293	245	0
met3	0.0295	949	21
li1	-	-	3001
met5	0	0	-
layout make-up:
type / count / area, sq um
Clock buffer: 19 / 443
Clock inverter: 53 / 246
Fill cell: 2287 / 14800
Inverter: 32 / 120
Multi-Input combinational cell: 585 / 3950
Sequential cell: 123 / 3260
Tap cell: 319 / 399
Timing Repair Buffer: 55 / 453
through the flow:
| step | hold slack (ns) | setup slack (ns) | cell area [sq um] | power, mW |
|---|---|---|---|---|
| global placement | 0.432 | -0.426 | 7880 | 7.31 |
| CTS | 0.444 | -0.331 | 8780 | 9.61 |
| finish | 0.442 | -0.312 | 8880 | 9.78 |
| floorplan | 0.421 | -0.236 | 7370 | 6.17 |
| global route | 0.461 | -0.424 | 8880 | 10.5 |
| detailed placement | 0.434 | -0.444 | 7880 | 7.27 |
how the worst max path moves through the flow:
stage                       start              endpoint  depth (start not counted)
4_1_cts   rx1.RX_OUT[7]$_DFFE_PP_  TX_Byte[2]$_DFFE_NP_                          5
6_report  rx1.RX_OUT[6]$_DFFE_PP_  TX_Byte[2]$_DFFE_NP_                          5
5_1_grt   rx1.RX_OUT[6]$_DFFE_PP_  TX_Byte[3]$_DFFE_NP_                          5
kinds of logic (layout without fill, tap and decap cells):
kind of cell               after synthesis  in the layout
other                                    1              2
DFF                                    123            123
AOI/OAI and AO/OA                      185            185
muxes                                   21             21
and+or+nand+nor                        316            316
buffers and inverters                   77            159
adders and majority gates               32             32
xor gates and xnor gates                29             29
critical path: stages, from the launching register on:
cell and delay (ns):
edfxtp_1 0.42, nor4bb_4 0.41, a31oi_4 0.15, o31ai_4 0.10, nand3_2 0.12, a21oi_4 0.25
placed cells by master (no fill, tap or decap), types with 4 or more instances in the layout:
| cell | instances |
|---|---|
| buf_6 | 6 |
| inv_1 | 70 |
| o22ai_1 | 4 |
| and3_1 | 5 |
| clkbuf_16 | 17 |
| nor2_4 | 5 |
| o21ai_0 | 41 |
| xor2_1 | 17 |
| nand4_1 | 7 |
| or3_1 | 5 |
| ha_1 | 30 |
| nand2b_1 | 16 |
| nor2b_1 | 17 |
| nor4_1 | 4 |
| buf_4 | 46 |
| mux2_2 | 8 |
| nor2_1 | 76 |
| a211oi_1 | 9 |
| nand2_2 | 5 |
| dfxtp_1 | 43 |
| xnor2_1 | 12 |
| a21oi_4 | 4 |
| edfxtp_1 | 80 |
| nand3b_1 | 5 |
| or2_2 | 5 |
| o211ai_1 | 11 |
| mux2i_1 | 9 |
| a21oi_1 | 35 |
| nor3b_1 | 5 |
| o21ai_1 | 5 |
| clkinvlp_4 | 5 |
| a31oi_1 | 12 |
| nor3_1 | 18 |
| a22oi_1 | 5 |
| nand3_1 | 29 |
| nand2_1 | 92 |
Power figures rest on the tool's default switching activity, not on a simulated workload.
